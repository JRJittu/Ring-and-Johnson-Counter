==> design.v <==
module jc_16bit(clk, reset, out);
  	input clk, reset;
  	output [15:0] out;
  	reg [15:0] dfr1;
  	always @(posedge clk or posedge reset)
  	begin
    		if (reset)
      			dfr1 <= 16'b0000000000000000;
    		else begin
      			dfr1[15] <= dfr1[14];
      			dfr1[14] <= dfr1[13];
      			dfr1[13] <= dfr1[12];
      			dfr1[12] <= dfr1[11];
      			dfr1[11] <= dfr1[10];
      			dfr1[10] <= dfr1[9];
      			dfr1[9] <= dfr1[8];
      			dfr1[8] <= dfr1[7];
      			dfr1[7] <= dfr1[6];
      			dfr1[6] <= dfr1[5];
      			dfr1[5] <= dfr1[4];
      			dfr1[4] <= dfr1[3];
     			dfr1[3] <= dfr1[2];
      			dfr1[2] <= dfr1[1];
      			dfr1[1] <= dfr1[0];
      			dfr1[0] <= ~dfr1[15];
    		end
  	end
  	assign out = dfr1;
endmodule
==> run.sh <==
#!/bin/bash
# OpenROAD 26Q1-2900-gdf79404cd8, Yosys 0.63+post, stock flow scripts
make -C /OpenROAD-flow-scripts/flow DESIGN_CONFIG=/design/flow/config.mk WORK_HOME=/design/flow/orfs finish
==> config.mk <==
export PLATFORM = sky130hd
export DESIGN_NAME = jc_16bit
export DESIGN_NICKNAME = jc_16bit
export VERILOG_FILES = /design/flow/design.v
export SDC_FILE = /design/flow/constraint.sdc
export NUM_CORES = 4
export LEC_CHECK = 1
export CORE_AREA = 10 10 70 70
export DIE_AREA = 0 0 80 80
==> constraint.sdc <==
current_design jc_16bit

set clk_period 1.0
set clk_io_pct 0.2

create_clock -name clk0 -period $clk_period [get_ports {clk}]

set non_clock_inputs [all_inputs -no_clocks]
set_input_delay [expr $clk_period * $clk_io_pct] -clock clk0 $non_clock_inputs
set_output_delay [expr $clk_period * $clk_io_pct] -clock clk0 [all_outputs]
==> impl_metrics.json <==
{
  "p_total_w": 0.000973,
  "cp_top_family": "flip-flops",
  "required_ps": 800,
  "die_x_microns": 80,
  "finalMaxSlewViolations": 0,
  "dr_total_vias": 245,
  "antenna_cells": 0,
  "cts.sinks": 16,
  "min_path_type": "input pin to asynchronous set/reset pin",
  "cts_tree": "yes",
  "period_used_pct": 96.7,
  "grt.total_usage_pct": 2.68,
  "layout-drive-gt1-share_pct": 58.7,
  "core_sq_um": 3420,
  "hold-worst-slack_ps": 229,
  "clock.latency.late_pin_ps": 270,
  "yosys_warnings": 1,
  "antenna_found_initial": 0,
  "p_leak_nw": 0.249,
  "critPathSlowestCell": "dfrtp_1",
  "dieArea_sq_um": 6400,
  "rows": 21,
  "pre_cts_ws_ps": -5.12,
  "warning_count": 26,
  "area_delta_synth_final_pct": 59.5,
  "rsz0062_at_grt": "true",
  "ioPinCount": 18,
  "worst_slew_pin_slew_ps": 88.7,
  "wirelength_microns": 802,
  "fp-utilization_pct": 11.9,
  "critPathMaxFanout": 2,
  "ant_nets": 0,
  "place_congestion": 0.678,
  "cts_max_path_buffers": 2,
  "timing.fmax_ghz": 1.03,
  "grt_max_degree": 17,
  "path_class": "flop to primary output",
  "htree_levels": 1,
  "io_buffers": 17,
  "critical_path_arrival_ps": 770,
  "largest_register_ffs": 16,
  "grt_pass1_vias": 263,
  "slew_headroom_pct": 94.1,
  "dr.pass1.iters": 1,
  "yosys_cells": 18,
  "overflow": 0,
  "synth_cell_types": 2,
  "netlist_area_sq_um": 408,
  "yosys.area.top_type_share_pct": 98.2,
  "critPathCaptureType": "primary output",
  "clk_root_buffer_cell": "clkbuf_4",
  "fp.dieH_microns": 80,
  "synth_flops": 16,
  "power_density_nw_per_um2": 1500,
  "status": "completed",
  "crit_path_start_kind": "flop",
  "cp_num_buf_inv": 1,
  "avgViaCountPerCell": 2.66,
  "comb_area_sq_um": 0,
  "drv_cap": 0,
  "slowest_delay_ps": 380,
  "wl_per_cell_microns": 8.72,
  "grt_first_pass_wirelength_mm": 1.35,
  "drt_iter0_markers": 0,
  "cts_made_buffers": 3,
  "top_area_cell": "dfrtp_1",
  "final_cell_mix": "dfrtp_1, buf_2, buf_4, clkbuf_4, inv_1",
  "largest-register": "dfr1",
  "hpwl_microns": 608,
  "logic_gates": 0,
  "layout_setup_ws_ps": 33.2,
  "netlist_instances": 18,
  "top_regs": "dfr1 x16",
  "clk_pin_slew_worst_paths_ps": 80,
  "drc": 0,
  "synthTopCellsByArea": "dfrtp_1, inv_1",
  "min_period_ps": 967,
  "ir_drop_mv": 0.637,
  "final-setup-viol-count": 0,
  "hold_viol": 0,
  "synth.avg_cell_area_sq_um": 22.7,
  "cp_cell_sequence": "buf_2",
  "clock_skew_ps": 1.28,
  "ys_chip_area_sq_um": 408,
  "synth_seq_share_pct": 98.2
}
## Yosys cell counts
cell and count:
dfrtp_1 16, inv_1 2
## final cells by class
type                  instances  area, sq um
timing repair buffer         25          163
clock buffer                  3         22.5
fill                        389         2770
tap                          46         57.6
inverter                      2         7.51
sequential                   16          400
## where the power goes
part / internal [W] / total, W / switching, W
combinational: 0.0000115 / 0.0000247 / 0.0000131
clock: 0.000139 / 0.000302 / 0.000163
sequential: 0.000646 / 0.000646 / 0
total: 0.000797 / 0.000973 / 0.000176
## worst paths after layout
check	startpoint	cells past startpoint	end	slack (ps)
setup / recovery	dfr1[1]	1	out[1]	30
hold / removal	reset	3	dfr1[10]	230
setup reg to reg	dfr1[15]	3	dfr1[0]	270
hold reg to reg	dfr1[6]	0	dfr1[7]	380
max in group asynchronous	reset	3	dfr1[8]	660
min in group clk0	dfr1[6]	0	dfr1[7]	380
## metal layers
layer / GRT usage, % / share of wire [%] / up-vias
li1: - / - / 110
met1: 2.92 / 41 / 118
met2: 3.53 / 37 / 15
met3: 3.07 / 21 / 2
met4: 0.176 / 0.75 / 0
met5: 0 / 0 / -
## what timing repair did
item                                    CTS  global route
hold buffers                              0             0
hold endpoints to repair                  0             0
resized                                  48             0
endpoints found under the setup margin   16            13
buffers inserted                          5             1
## through the flow
step	TNS, ps	area, sq um	util, %	cells
after floorplan	0	408	-	18
after global placement	-10.3	663	19.4	83
after detailed placement	-6.47	663	19.4	83
after CTS	0	643	18.8	91
after global routing	-237	651	19.0	92
final	0	651	19.0	92
## kinds of logic (layout without fill, tap and decap cells)
group / Yosys count / count (layout) / synth area share (%)
DFF: 16 / 16 / 98.2
buffers and inverters: 2 / 30 / 1.84
Power is estimated from default activity; no workload was simulated.
