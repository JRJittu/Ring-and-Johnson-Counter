===== flow/design.v =====
module invert_16bit (input wire [15:0] i,output wire [15:0] o);
  	assign o = ~i;
endmodule
module invert_2bit(input wire i,output wire o);
	assign o = !i;
endmodule
module and2_16bit (input wire [15:0] i0, i1,output wire [15:0] o);
  	assign o = i0 & i1;
endmodule
module mux2_16bit (input wire [15:0] i0, i1,input wire j,output wire [15:0] o);
  	assign o = (j == 0) ? i0 : i1;
endmodule
module df_16bit (input wire clk,input wire [15:0] in,output wire [15:0] out);
  	reg [15:0] df_out;
  	always @(posedge clk) df_out <= in;
  	assign out = df_out;
endmodule
module dfr_16bit (input wire clk, input wire reset, input wire [15:0] in, output wire [15:0] out);
    	wire [15:0] df_in, clk_;
	wire [15:0] extend_reset;
    	invert_2bit i0 (.i(reset), .o(reset_));
	assign extend_reset = {16{reset}};
    	and2_16bit and2_0 (.i0(in), .i1(extend_reset), .o(df_in));
    	df_16bit df_0 (.clk(clk), .in(df_in), .out(out));
endmodule
module dfl_16bit (input wire clk, load,input wire [15:0] in,output wire [15:0] out);
  	wire [15:0] _in;
  	mux2_16bit mux2_0 (.i0(out), .i1(in), .j(load), .o(_in));
  	df_16bit df_1 (.clk(clk), .in(_in), .out(out));
endmodule

===== flow/run.sh =====
#!/bin/bash
# OpenROAD 26Q1-2900-gdf79404cd8, Yosys 0.63+post, stock flow scripts
make -C /OpenROAD-flow-scripts/flow DESIGN_CONFIG=/design/flow/config.mk WORK_HOME=/design/flow/orfs finish

===== flow/config.mk =====
export PLATFORM = sky130hd
export DESIGN_NAME = dfl_16bit
export DESIGN_NICKNAME = dfl_16bit
export VERILOG_FILES = /design/flow/design.v
export SDC_FILE = /design/flow/constraint.sdc
export NUM_CORES = 4
export LEC_CHECK = 1
export CORE_AREA = 10 10 70 70
export DIE_AREA = 0 0 80 80

===== flow/constraint.sdc =====
current_design dfl_16bit

set clk_period 1.0
set clk_io_pct 0.2

create_clock -name clk0 -period $clk_period [get_ports {clk}]

set non_clock_inputs [all_inputs -no_clocks]
set_input_delay [expr $clk_period * $clk_io_pct] -clock clk0 $non_clock_inputs
set_output_delay [expr $clk_period * $clk_io_pct] -clock clk0 [all_outputs]

==> out/results.ini <==
[run_status]
run_status = complete, no violations

[detailed_routing]
drcViolationCount = 0
viasPerCell = 3.00
ant_nets = 0
drt_iter0_drc = 5
n_antenna_cell = 0
wl_um = 1250
vias = 300
post_drt_wl_per_cell_um = 12.5
firstDrtPassIters = 2

[sta]
finalCritPeriodShare = 0.978
maxSlewHeadroom = 0.927
fin_crit_ns = 0.978
finalHoldViolations = 0
worst_pin_slew_ns = 0.108
timing.hold.ws_ns = 0.464
setup_violations = 0
max_freq_mhz = 1020
rsz0062_at_grt = yes
worst_slack_ns = 0.0223
maxSlewViolCount = 0

[job]
maxCapViolCount = 0
tool_warnings = 27

[layout]
areaGrowthSynthToFinish_pct = 73.7
logic_gates = 0
lay_top_cells = clkdlybuf4s50_1 (17), edfxtp_1 (16), buf_2 (16)
final_common_cell = clkdlybuf4s50_1
reg_top3 = df_1.df_out x16
logic_area_um2 = 0
drive_gt1_frac = 0.370
top_register = df_1.df_out
nFillCells = 376
largest_reg_flops = 16
final_cells = 100

[critical_path]
path_buffers = 1
critPathArrivalTime_ns = 0.78
cp_max_fo = 1
crit_slowest_cell = edfxtp_1
end_kind = output port
cp-start-kind = flip-flop
max_stage_delay_ns = 0.37
cp.required_ns = 0.80
path_cells = buf_2
criticalPathCategory = reg -> out
critPathTopFamily = flip-flops

[die]
fp-utilization = 0.141
core_mm2 = 0.00342
chipArea_mm2 = 0.00640
die_w_um = 80
io_pins = 34
dieHeight_um = 80
rows = 21

[cts]
cts_setup_buffers = 0
clk_pin_slew_ns = 0.09
root_buffer = clkbuf_4
cts_max_path_buffers = 2
clkSinkCount = 16
cts-buffers-inserted = 3
postCtsHoldBufs = 0
cts_tree = done
cts_htree_levels = 1

[synth]
avgSynthCellArea_um2 = 30.0
synth_warnings = 1
synth_chip_area_um2 = 480
ys.flops = 16
synth_seq_share = 1.00
ys_types = 1
syn_inst = 16
syn-cell-area_um2 = 480
ys_cells = 16

[power_and_ir_drop]
leakagePower_nw = 0.311
power_mw = 1.27
ir_worst_vdd_v = 0.000408
cellPowerDensity_mw_per_mm2 = 1530

[placed_design]
numPortBuffers = 33
hpwl_um = 1010
gp_congestion = 0.778
pre_cts_ws_ns = -0.176
dp.cells = 96

[worst_hold_path]
worstHoldPathType = in -> reg
hold_end = df_1.df_out[8]
hold_depth = 1
hold_start = in[8]

[global_routing]
grt_usage = 0.0385
grt_pass1_wl_um = 1870
antenna_found_initial = 0
first_global_vias = 359
grt_max_degree = 17
grt-ovfl-total = 0

==> timing repair <==
action                                  in CTS  in global routing
endpoints found under the hold margin        0                  0
pin swaps                                    0                  0
endpoints found under the setup margin      16                 14
resized                                     48                  0
==> layer usage <==
metal / track usage / vias to the layer above / wire, µm
met3: 0.0330 / 2 / 240
li1: - / 139 / -
met1: 0.0495 / 134 / 516
met4: 0.0106 / 0 / 34
met2: 0.0465 / 25 / 462
met5: 0 / - / 0
==> synth_stat cells <==
library cell  count  area (µm²)
edfxtp_1         16         480
==> power by group <==
part	internal, mW	leakage, nW	switching, mW
sequential	0.795	0.157	0.0102
clock	0.145	0.0154	0.198
combinational	0.0958	0.139	0.0310
==> worst max-delay path by stage <==
stage                    from       to  slack, ns  cells after the start
finish        df_1.df_out[10]  out[10]       0.02                      1
CTS           df_1.df_out[15]  out[15]     -0.003                      1
global route  df_1.df_out[15]  out[15]      -0.04                      1
==> through the flow <==
step,area [µm²],utilization,setup TNS [ns]
final,835,0.244,0
after global placement,888,0.260,-2.73
after detailed placement,888,0.260,-2.81
after CTS,835,0.244,-0.00339
after global routing,835,0.244,-0.317
after floorplan,480,-,0
==> cell type report <==
type	instances	area (µm²)	share of cell area
flip-flops and latches	16	480	0.576
repair buffers	34	270	0.324
well taps	46	57.6	0.0690
clock buffers	3	22.5	0.0270
clock inverters	1	3.75	0.00450
==> cell families after synthesis <==
| kind of cell | after synthesis | synth area share |
|---|---|---|
| flip-flops | 16 | 1.00 |
Power and IR drop assume default switching activity.
